===== ./design.v =====
module four_bit_adder(in1, in2, C0, Sum, C4) ;
	input C0 ;
	input[3:0] in1, in2 ;
	output C4 ;
	output [3:0] Sum ;
	wire c1, c2, c3 ;
	full_adder f1(in1[0], in2[0], C0, Sum[0], c1) ;
	full_adder f2(in1[1], in2[1], c1, Sum[1], c2) ;
	full_adder f3(in1[2], in2[2], c2, Sum[2], c3) ;
	full_adder f4(in1[3], in2[3], c3, Sum[3], C4) ;
endmodule
module full_adder(in1, in2, Cin, Sum, Cout) ;
	input in1, in2, Cin ;
	output Sum, Cout ;
	wire sum1, cout1, cout2 ;
	half_adder ha1(in1, in2, sum1, cout1) ;
	half_adder ha2(sum1, Cin, Sum, cout2) ;
	assign Cout = cout1 || cout2 ;
endmodule
module half_adder(in1, in2, Sum, Cout) ;
	input in1, in2 ;
	output Sum, Cout ;
	xor (Sum, in1, in2) ;
	and (Cout, in1, in2) ;
endmodule

===== ./run.sh =====
#!/bin/bash
# OpenROAD 26Q1-2900-gdf79404cd8, Yosys 0.63+post, stock flow scripts
make -C /OpenROAD-flow-scripts/flow DESIGN_CONFIG=/design/flow/config.mk WORK_HOME=/design/flow/orfs finish

===== ./config.mk =====
export PLATFORM = sky130hd
export DESIGN_NAME = four_bit_adder
export DESIGN_NICKNAME = four_bit_adder
export VERILOG_FILES = /design/flow/design.v
export SDC_FILE = /design/flow/constraint.sdc
export NUM_CORES = 4
export LEC_CHECK = 1
export CORE_AREA = 10 10 70 70
export DIE_AREA = 0 0 80 80

===== ./constraint.sdc =====
current_design four_bit_adder

set clk_period 3.0
set clk_io_pct 0.2

create_clock -name clk0 -period $clk_period

set non_clock_inputs [all_inputs -no_clocks]
set_input_delay [expr $clk_period * $clk_io_pct] -clock clk0 $non_clock_inputs
set_output_delay [expr $clk_period * $clk_io_pct] -clock clk0 [all_outputs]

==> out/results.txt <==
Status -> finished, final reports clean
Most common logic cells in the final layout -> 6 x inv_2, 6 x clkdlybuf4s50_1, 4 x inv_1, 4 x fa_2, 3 x clkbuf_2
Top area cells in the synthesized netlist -> fa_1 54%, inv_1 25%, buf_4 20%
Hold Path Class -> in -> out
Share of layout cells above drive strength 1 -> 50.00%
Antenna violations before repair -> 0
Cell area after synthesis -> 147.6 µm²
DRT Wirelength -> 414 µm
Setup CP Type -> in -> out
Core area -> 3416 µm²
CLK BUF -> 0
Post-route ant nets -> 0
Yosys aoi share -> 0%
Clk pwr share -> 0%
Top non-seq family -> adder cells
Routability cong. -> 0.8120
Tot Pwr -> 0.00004717 W
Starting DRT DRC Count -> 0
Fillers -> 408
Reg area -> 0 µm²
Cells in synth_stat.txt -> 18
Worst-margin pin slew -> 0.1064 ns
Hold slack -> 1.957 ns
Seq cells -> 0
Leakage -> 0.1513 nW
Synth Instances -> 18
Mapped Avg Cell Area -> 8.202 µm²
Sw frac -> 32.81%
Die width -> 80 µm
Xor/xnor share -> 0%
Req. time, crit path -> 2.40 ns
Fmax -> 0.3465 GHz
GRT Total Usage -> 1.205%
Crit-path cells -> clkbuf_2, inv_2, fa_2, inv_2, fa_2, fa_2, inv_2, fa_2, inv_2, buf_6
Chip footprint -> 6400 µm²
Slowest Stage Delay on Critical Path -> 0.43 ns
Finished Layout Cells -> 74
Fp_density -> 4.322%
Largest net degree at the start of global routing -> 2
Synth-to-layout area growth -> 112.7%
Post-CTS Setup Inserts -> 0
Period minus WS final -> 2.886 ns
CP Buf/Inv Count -> 6
Drt pass-1 iters -> 1
DPL Wire Length -> 424.3 µm
DRC violations left -> 0
Critical Path End Type -> output port
Slew Limit Fails -> 0
Vias per cell -> 1.676
I/O Pins -> 14
OpenROAD warning count -> 33
Fin. Hold Viols -> 0
Grt total ovfl -> 0
Total of max-cap violations -> 0
Die height -> 80 µm
PD cells -> 150.2 nW/µm²
CP arrival -> 2.29 ns
Hold buffers post-CTS -> 0
Slowest cell on crit path -> fa_2
Internal Pwr Total -> 0.00003169 W
Row count -> 21
CP delay by family, top -> adder cells
Antenna Cells -> 0
Slew margin rel. -> 92.89%
Crit start category -> input port
Yosys cell types -> 3
Register share of total power -> 0%
Switching power -> 0.00001548 W
CP Max Fanout -> 1
First-pass GRT wire length -> 593 µm
Final Util -> 9.194%
Max VDD drop -> 0.05085 mV
Port Buffer Count -> 14
Simple share -> 0%
Yosys stat area -> 147.6 µm²
Combinational Power Share -> 100.0%
Top-area cell share -> 54.24%
Via count -> 124
Setup violations, final -> 0
Final worst path period share -> 96.20%
Unrepaired setup endpoints after global routing -> no
Synth warnings -> 0
Cell type with the largest total area -> fa_1
Placed cells -> 74
Via count of the first global-routing pass -> 139
Wire per inst -> 5.595 µm
Mux share -> 0%
Synth Area in Adders -> 54.24%
Post-synth seq share -> 0%
-- power groups by stage --
stage     sequential [W]  combinational [W]  clock [W]
5_1_grt                0          0.0000559          0
4_1_cts                0          0.0000453          0
6_report               0          0.0000472          0
-- repair_timing --
item	CTS	global route
pin swaps	3	4
setup endpoints to repair	4	2
resized	19	8
-- area by class of cell --
type	instances	area, µm²	share of cell area, %
well taps	46	57.56	18.33
multi-input cells	4	90.09	28.69
repair buffers	14	128.9	41.04
inverters	10	37.54	11.95
-- cell usage after synthesis, drive strengths merged --
cell,number
buf,4
inv,10
fa,4
-- path summary, 6_finish.rpt --
path / startpoint / end / slack [ns] / cells past startpoint
setup / recovery: C0 / Sum[3] / 0.11 / 10
hold / removal: in2[0] / Sum[0] / 1.96 / 5
-- per-stage QoR --
stage	cell area (µm²)	TNS [ns]	setup WS, ns
finish	314.1	0	0.1141
detailed placement	315.3	-1.564	-0.7028
CTS	316.6	-0.07581	-0.07581
global placement	315.3	-1.431	-0.6620
global route	314.1	0	0.01765
floorplan	147.6	0	0.2232
-- tightest hold or removal path, cell delays in order --
cell and delay [ns]:
clkbuf_2 0.09, inv_2 0.05, fa_2 0.19, inv_1 0.04, clkdlybuf4s50_1 0.39
-- routing by layer --
metal	share of wire, %	global-route usage, %
met1	57	1.863
met2	20	1.204
met3	23	1.023
met4	0	0
met5	0	0
-- cell families after synthesis --
kind of cell | count (synthesis)
adders and majority gates | 4
buffers and inverters | 14
Power is estimated from default activity; no workload was simulated.
