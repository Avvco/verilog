File: design.v
module today0512(inputD, CLK, pre, LED) ;  
	input pre ;
	input CLK ;
	input [3:0] inputD ;
	output [3:0] LED ;
	reg [3:0] temp ;
	wire [3:0] Q ;
	wire [3:0] _Q ;
	always @ (negedge CLK)
	begin
		temp = Q ;
		if(!pre) temp = inputD ;
	end
	D_FF D0(temp[3], Q[0], _Q[0], CLK) ;
	D_FF D1(temp[0], Q[1], _Q[1], CLK) ;
	D_FF D2(temp[1], Q[2], _Q[2], CLK) ;
	D_FF D3(temp[2], Q[3], _Q[3], CLK) ;
	assign LED = temp ;
endmodule
module D_FF(D, Q, _Q, CLK) ;
	input D, CLK ;
	output reg Q, _Q ;
	always @ (posedge CLK)
	begin
		Q <= D ;
		_Q <= !D ;
	end
endmodule
File: constraint.sdc
current_design today0512

set clk_period 1.0
set clk_io_pct 0.2

create_clock -name clk0 -period $clk_period [get_ports {CLK}]

set non_clock_inputs [all_inputs -no_clocks]
set_input_delay [expr $clk_period * $clk_io_pct] -clock clk0 $non_clock_inputs
set_output_delay [expr $clk_period * $clk_io_pct] -clock clk0 [all_outputs]
File: config.mk
export PLATFORM = sky130hd
export DESIGN_NAME = today0512
export DESIGN_NICKNAME = today0512
export VERILOG_FILES = /design/flow/design.v
export SDC_FILE = /design/flow/constraint.sdc
export NUM_CORES = 4
export LEC_CHECK = 1
export CORE_AREA = 10 10 70 70
export DIE_AREA = 0 0 80 80
File: run.sh
#!/bin/bash
# OpenROAD 26Q1-2900-gdf79404cd8, Yosys 0.63+post, stock flow scripts
make -C /OpenROAD-flow-scripts/flow DESIGN_CONFIG=/design/flow/config.mk WORK_HOME=/design/flow/orfs finish
==> results.py <==
# Auto-generated metrics
metrics = {
    "outcome": {
        "outcome": "finished with violations",
        "failed_checks": "negative setup slack",
    },
    "worst_setup_path": {
        "critPathLaunchType": "flip-flop",
        "path_cells": "buf_2",
        "max_stage_delay_ns": 0.31,
        "end_kind": "primary output",
        "required_ns": 0.80,
        "crit_fanout": 2,
        "cp.arrival_ns": 1.23,
        "critical_path_buf_inv_count": 1,
        "cpLargestDelayFamily": "flip-flops",
        "critPathSlowestCell": "dfxtp_2",
        "worst-setup-path-type": "reg2out",
    },
    "layout": {
        "flop_area_sq_um": 168,
        "stdcell_count": 75,
        "final_layout_size_suffix_gt1_share_pct": 65.5,
        "comb_area_sq_um": 56.3,
        "fin_util_pct": 11.4,
        "area_growth_syn_to_layout_pct": 63.4,
        "fillCellCount": 402,
    },
    "clock_network": {
        "clock_sinks": 8,
        "cts-hold-fix-buffers": 0,
        "cts_made_buffers": 3,
        "htree_levels": 1,
        "clock_tree.root_cell": "clkbuf_4",
        "clk_latency_ns": 0.30,
        "path_clk_slew_ns": 0.03,
        "cts_tree": "yes",
        "clockBufferDepth": 2,
    },
    "drt": {
        "antenna_cells": 0,
        "wl_per_cell_um": 6.88,
        "drt-pass1-iter-count": 2,
        "vias": 153,
        "drc": 0,
        "wirelength_um": 516,
        "routed_via_density": 2.04,
        "drt_first_iter_violations": 7,
        "ant_nets": 0,
    },
    "die": {
        "fp_util_pct": 7.00,
        "chipArea_sq_um": 6400,
        "coreArea_sq_um": 3420,
        "io_pins": 10,
        "die_y_um": 80,
        "die_w_um": 80,
        "placementRows": 21,
    },
    "sta": {
        "tightest_slew_ns": 0.130,
        "setup_viol": 9,
        "slew_headroom_pct": 91.3,
        "maxSlewViolCount": 0,
        "clock_skew_ns": 0.0555,
        "timing.final.hold_violations": 0,
        "rsz0062_at_grt": "true",
        "postLayoutSetupSlackWorst_ns": -0.429,
    },
    "power": {
        "leakagePower_nw": 0.178,
        "ir_worst_vdd_v": 0.000387,
        "p_per_area_nw_per_um2": 1860,
    },
    "grt": {
        "grt_antenna_before_repair": 0,
        "grt_pass1_wl_um": 834,
        "overflow": 0,
        "grt_max_degree": 5,
        "track_usage_pct": 1.69,
        "first_global_vias": 191,
    },
    "synth": {
        "synthCells": 17,
        "syn_area_sq_um": 239,
        "yosysCellCount": 17,
        "yosysChipArea_sq_um": 239,
        "top_cell_area_share_pct": 67.0,
        "ys_ff": 8,
        "syn_area_per_cell_sq_um": 14.1,
        "yosysTopAreaCell": "dfxtp_1",
        "yosys.stat.seqShare_pct": 67.0,
        "area_leaders": "dfxtp_1, mux2_2, buf_4",
        "ys_types": 4,
        "yosys_warnings": 2,
    },
    "job": {
        "maxCapViolations": 0,
        "warnings": 32,
    },
    "placement": {
        "gp_congestion": 0.715,
        "io_buffers": 9,
        "dp_hpwl_um": 414,
        "place_inst": 69,
        "place_ws_ns": -0.756,
    },
    "worst_hold_path": {
        "hold_path_class": "in2reg",
    },
}
layout by cell type (no fill, tap or decap):
cell type      instances
dfxtp_2                6
dlygate4sd2_1          4
mux2_4                 3
clkbuf_4               3
buf_6                  1
dfxtp_1                2
inv_1                  4
buf_2                  5
mux2_2                 1
metal layers:
layer | share of wire (%) | vias up | wire length [um] | global-route usage, %
met5 | 0 | - | 0 | 0
met4 | 3.7 | 0 | 19 | 0.880
met3 | 12 | 2 | 60 | 1.48
met2 | 36 | 9 | 188 | 2.25
met1 | 48 | 68 | 247 | 1.80
li1 | - | 74 | - | -
registers in the layout, summed over array words and instances (netlist names):
signal	cells
D0.Q	1
D1.Q	1
D2.Q	1
D3.Q	1
temp	4
kinds of logic after synthesis:
family	Yosys count	share of synthesized area [%]
flops	8	67.0
buf+inv	5	14.1
mux	4	18.8
power by group:
part | internal (mW) | total [mW] | switching, mW | leakage [nW]
sequential | 0.360 | 0.373 | 0.0131 | 0.0676
combinational | 0.0481 | 0.0629 | 0.0149 | 0.0754
clock | 0.158 | 0.288 | 0.130 | 0.0351
cells in the mapped netlist:
library cell  number
dfxtp_1            8
buf_4              4
inv_1              1
mux2_2             4
metrics by stage:
step                TNS (ns)  power [mW]  instance area, sq um  hold WS [ns]
CTS                    -2.21       0.735                   384         0.742
global placement       -4.93       0.478                   364         0.841
global route           -2.40       0.799                   390         0.728
finish                 -2.16       0.724                   390         0.745
detailed placement     -5.01       0.479                   364         0.845
floorplan             -0.889       0.433                   239         0.832
worst paths after layout:
check,startpoint,end,slack [ns],cells past startpoint
worst max-delay path,temp[3]$_DFF_N_,LED[3],-0.43,1
worst min-delay path,pre,temp[0]$_DFF_N_,0.75,2
worst max register to register,D0.Q$_DFF_P_,temp[0]$_DFF_N_,-0.11,1
worst min register to register,temp[1]$_DFF_N_,D2.Q$_DFF_P_,0.89,0
repair_timing:
item	CTS	global route
gates resized	27	3
cloned	0	0
hold endpoints to repair	0	0
endpoints found under the setup margin	9	9
buffers inserted	0	0
area by class of cell:
| class | count | area share, % |
|---|---|---|
| repair buffers | 10 | 18.3 |
| clock inverters | 4 | 3.85 |
| multi-input cells | 4 | 14.4 |
| flip-flops and latches | 8 | 42.9 |
| well taps | 46 | 14.7 |
| clock buffers | 3 | 5.77 |
No activity file was given, so power comes from the tool's default toggle rates.
