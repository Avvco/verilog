==> design.v <==
module decode2_4(IN, OUT, ENABLE) ;
	input [1:0] IN ;
	output reg [3:0] OUT ;
	input ENABLE ;
	always @ (IN)
	begin
		if(~ENABLE)
		begin
			case(IN)
				2'b00 : OUT = 4'b1110 ;
				2'b01 : OUT = 4'b1101 ;
				2'b10 : OUT = 4'b1011 ;
				2'b11 : OUT = 4'b0111 ;
			endcase
		end
		else OUT = 4'b1111 ;
	end
endmodule
module decode3_8(IN, LED, ENABLE) ;
	input [2:0] IN ;
	input ENABLE ;
	output reg [7:0] LED ;
	always @ (IN)
	begin
		if(~ENABLE)
		begin
			case(IN)
				3'b000 : LED = 8'b11111110 ;
				3'b001 : LED = 8'b11111101 ;
				3'b010 : LED = 8'b11111011 ;
				3'b011 : LED = 8'b11110111 ;
				3'b100 : LED = 8'b11101111 ;
				3'b101 : LED = 8'b11011111 ;
				3'b110 : LED = 8'b10111111 ;
				3'b111 : LED = 8'b01111111 ;
			endcase
		end
		else LED = 8'b11111111 ;
	end
endmodule
module today0519(IN, LED, ALL) ;
	input ALL ;
	input [3:0] IN ;
	output [15:0] LED ;
	wire [3:0] temp ;
	decode2_4 d1({IN[3], 1'b0}, temp, ALL) ;
	decode3_8 d2(IN[2:0], LED[7:0], temp[0]) ;
	decode3_8 d3(IN[2:0], LED[15:8], temp[2]) ;
endmodule
==> run.sh <==
#!/bin/bash
# OpenROAD 26Q1-2900-gdf79404cd8, Yosys 0.63+post, stock flow scripts
make -C /OpenROAD-flow-scripts/flow DESIGN_CONFIG=/design/flow/config.mk WORK_HOME=/design/flow/orfs finish
==> config.mk <==
export PLATFORM = sky130hd
export DESIGN_NAME = today0519
export DESIGN_NICKNAME = today0519
export VERILOG_FILES = /design/flow/design.v
export SDC_FILE = /design/flow/constraint.sdc
export NUM_CORES = 4
export LEC_CHECK = 1
export CORE_AREA = 10 10 70 70
export DIE_AREA = 0 0 80 80
==> constraint.sdc <==
current_design today0519

set clk_period 1.0
set clk_io_pct 0.2

create_clock -name clk0 -period $clk_period

set non_clock_inputs [all_inputs -no_clocks]
set_input_delay [expr $clk_period * $clk_io_pct] -clock clk0 $non_clock_inputs
set_output_delay [expr $clk_period * $clk_io_pct] -clock clk0 [all_outputs]
==> results.txt <==
flow finished, numbers: Mapped Cells 23, Setup crit end kind primary output, fin crit share 104%, P&R area growth vs syn 282%, kind of critical path in -> out, Worst Hold Class in -> out, leakage power 0.000178 uW, Die H 80 um, Post-DRT Antenna Nets 0, Die Area 6400 sq um, Buf+Inv Stages, Crit Path 3, Synth Cell Area 129 sq um, Hold Path Cell Cnt 4, Post-Place Cell Area 412 sq um, biggest area cells nand2_1, nor3b_2, nand3_1, tool warnings 34, routed wire length 1.02 mm, post-synth top area cell nand2_1, yosys warns 2, via/cell ratio 2.91, sequential cell area 0 sq um, Seq cells 0, total power 134 uW, Max Clk Rate 963 MHz, post-synthesis area per instance 5.60 sq um, Final Hold Vio Count 0, routability cong. 0.765, crit-path max cell delay 0.23 ns, PD cells 273 nW/um^2, CP startpoint IN[2], Req. time, crit path 0.80 ns, num rows 21, Port Buffer Count 21, DR WL/cell 10.2 um, hold path start IN[1], data arrival time of the worst path 0.84 ns, drt pass-1 iters 1, total number of vias 291, CP delay by family, top buffers and inverters, Finished Cell Area 492 sq um, Synth Seq Share 0%, global-route wire length before repair 1.55 mm, synth cell count leaders nand2_1, nand3_1, nor3b_2, # Cells Yosys 23, dpl cells 92, Chip Width 80 um, crit path cell chain buf_8, nor3b_4, buf_4, nand2_2, buf_2, initial drt markers 0, Final WS setup -0.0380 ns, worst vdd ir 0.0345 mV, HPWL Detailed 726 um, layout cell share with drive strength beyond 1 92.6%, largest net degree at the start of global routing 5, initial antenna violation count 0, Levels on crit path 5, post-synth top area share 35.0%, Tot GR Track Use 2.86%, total grt overflow 0, Max-slew headroom 84.0%, Setup crit start kind primary input, worst slew pin tran 0.240 ns, Tmin final 1.04 ns, failing checks setup timing, final setup TNS -0.271 ns, outcome complete, but fails checks, Yosys top cell by instances nand2_1, Critical-path top delay cell nor3b_4, diode count 0, Chip Area, Yosys 129 sq um, Post-CTS Hold Fix Bufs 0, Final setup viols 11, Initial Util 3.77%, core area 3420 sq um, number of global-route vias before repair 287, critical path fanouts, max 4, fin. max-slew vios 0, IO Pins 21, crit path capture LED[9], Final Non-Filler Cells 100, RSZ-0062 raised after global routing true, max_cap viols 0, Cell Type Count 8, DRC 0, Hold WS 0.663 ns, CLK BUF 0
## per-layer routing
| layer | wire (um) | part of all wire [%] | track usage [%] |
|---|---|---|---|
| met1 | 488 | 48 | 3.96 |
| met2 | 412 | 40 | 4.41 |
| met4 | 0 | 0 | 0 |
| met5 | 0 | 0 | 0 |
| met3 | 120 | 12 | 1.02 |
## layout by cell type, fill, tap and decap left out
cell,count
buf_8,2
nor2_4,1
buf_4,7
and2b_2,1
nand2_2,9
nand2_1,3
buf_12,1
and3b_2,1
nand3_2,3
nor3b_4,2
clkbuf_2,2
nor2b_2,1
nand3_1,1
nor3_4,1
buf_6,5
buf_2,14
## logic make-up after synthesis
logic type / synth area share [%]
simple gates: 100
## per-stage QoR
step	setup WS (ns)	util, %
floorplan	0.299	-
global placement	-0.817	12.1
detailed placement	-0.818	12.1
CTS	-0.0425	14.1
global route	-0.0960	14.4
finish	-0.0380	14.4
## how the worst min path moves through the flow
stage	end	slack [ns]
final	LED[12]	0.66
after CTS	LED[12]	0.66
after global routing	LED[12]	0.68
## report_power, final
| group | leakage, uW | total [uW] | switching [uW] | internal, uW |
|---|---|---|---|---|
| clock network | 0 | 0 | 0 | 0 |
| logic | 0.000178 | 134 | 57.0 | 77.1 |
| registers | 0 | 0 | 0 | 0 |
## cell type report
cell class / count / area (sq um)
fillers: 382 / 2920
multi-input cells: 23 / 195
repair buffers: 31 / 239
well taps: 46 / 57.6
## tightest hold or removal path: stages
cell,delay [ns]
buf_6,0.09
nor2_4,0.05
nand2_2,0.05
buf_2,0.08
## repair_timing
action | in CTS | in global routing
endpoints found under the setup margin | 16 | 16
pin swaps | 13 | 8
buffers inserted | 8 | 0
resized | 96 | 8
Power figures rest on the tool's default switching activity, not on a simulated workload.
